--- design/flow/run.sh ---
#!/bin/bash
# OpenROAD 26Q1-2900-gdf79404cd8, Yosys 0.63+post, stock flow scripts
make -C /OpenROAD-flow-scripts/flow DESIGN_CONFIG=/design/flow/config.mk WORK_HOME=/design/flow/orfs finish
--- design/flow/design.v ---
module SAM_Out (clk, reset, valid, cc, mesgcd, msg, frame);
input         clk, reset, valid;  			 
input [15: 0] mesgcd;       				 
input [ 9: 0] cc;           				 
output        msg, frame;
reg           frame, msg, flag;  			 
reg   [ 9: 0] i;           				 
reg   [15: 0] mesg;       				 
always @(posedge clk or negedge reset)
 if (~reset)
   begin  
     flag  <= 1'b0;
     msg   <= 1'b0;
     mesg  <= 16'h0000;
   end  
    else if ((valid) && (~flag))			 
           begin  
	     msg   <= mesgcd[cc - 1];			 
	      i    <= cc - 1;           		 
 	      mesg <= mesgcd;           		 
              flag <= 1'b1;              		 
           end  
          else if (i && flag)
                 begin  
                   msg   <= mesg[i - 1];    		 
                   i     <= i - 1;
                end  
       else if (~|i) flag  <= 1'b0;			 
  always @(negedge clk or negedge reset)		 
    if (~reset) frame <= 1'b0;
     else if (valid && ~flag) frame <= 1'b1;	
      else if (i && flag) frame <= 1'b1;
       else if (~i) frame <= 1'b0;
endmodule	
--- design/flow/config.mk ---
export PLATFORM = sky130hd
export DESIGN_NAME = SAM_Out
export DESIGN_NICKNAME = SAM_Out
export VERILOG_FILES = /design/flow/design.v
export SDC_FILE = /design/flow/constraint.sdc
export NUM_CORES = 4
export LEC_CHECK = 1
export CORE_UTILIZATION = 40
--- design/flow/constraint.sdc ---
current_design SAM_Out

set clk_period 3.7
set clk_io_pct 0.2

create_clock -name clk0 -period $clk_period [get_ports {clk}]

set non_clock_inputs [all_inputs -no_clocks]
set_input_delay [expr $clk_period * $clk_io_pct] -clock clk0 $non_clock_inputs
set_output_delay [expr $clk_period * $clk_io_pct] -clock clk0 [all_outputs]
==> ci_impl_report.md <==
### Yosys + OpenROAD results

| Metric | Value |
|---|---|
| Top Usage Layer GRT | met1 |
| Postcts setup bufs | 0 |
| Post-CTS resize count | 1 |
| Num CTS Buffers | 5 |
| Final wirelength | 3997 um |
| Mapped Avg Cell Area | 9.349 um^2 |
| Crit-path leading delay family | flip-flops |
| CTS H-Tree Depth | 2 |
| Met1 Use GR | 30.64% |
| PD cells | 593.7 nW/um^2 |
| Slew HR | 63.81% |
| Setup_tns | 0 ns |
| WP data arrival | 2.72 ns |
| FP Rows | 24 |
| Post-CTS Hold Buffers | 0 |
| RSZ-0062 raised after global routing | no |
| Filler cell count | 382 |
| Status | complete, no violations |
| Met2 usage | 27.72% |
| Mapped Area | 1823 um^2 |
| Vias in the first global route | 1477 |
| Yosys cell count | 195 |
| Max clock buf depth | 2 |
| Worst r2r src | i[6] |
| Fp_density | 41.87% |
| Dpl cells | 275 |
| Reg2Reg Depth | 4 |
| Cell taking the most area after synthesis | dfrtp_1 |
| Final Max Slew Viols | 0 |
| Initial antenna violation count | 0 |
| R2R Path End | frame |
| Post-route ant nets | 0 |
| Die height | 69.51 um |
| WP buf/inv | 1 |
| Max incr delay on CP | 0.40 ns |
| Root buf cell | clkbuf_8 |
| Worst setup SP type | flop |
| Total track usage | 18.47% |
| Drt first-iter violations | 82 |
| Total core area | 4354 um^2 |
| DR pass1 iterations | 4 |
| Worst-path clk slew | 0.06 ns |
| Critical Path Stages | 1 |
| Pre-CTS WS | 0.1272 ns |
| Max Fanout on Critical Path | 2 |
| Total gr overflow | 0 |
| Max-cap viol count | 0 |
| Hold Path Stages | 2 |
| IO Count | 31 |
| R2R Setup Slk | 0.32 ns |
| CP cell instances | dlygate4sd2_1 |
| Setup CP Type | reg2out |
| Count of tool warnings | 27 |
| Drc violations | 0 |
| HP Class | reg2reg |
| DP HPWL | 2977 um |
| Leakage | 0.9645 nW |
| Global-route wire length before repair | 6962 um |
| Drt wl/cell | 14.12 um |
| Top cell area share | 24.71% |
| Actual slew at the worst max-slew pin | 0.5417 ns |
| HP Start | mesg[4] |
| Clock Latency Late Sink | 0.28 ns |
| Hold EP | mesg[4] |
| Vias | 1482 |
| Largest net degree at the start of global routing | 26 |
| YS chip area | 1823 um^2 |
| Layout cell share with drive strength beyond 1 | 7.792% |
| Seq/Total Area, Yosys | 42.55% |
| GP Congestion | 0.8382 |
| Clock sinks | 29 |
| Met3 global-route usage | 2.802% |
| Vias/cell | 5.237 |
| Unique cell types | 35 |
| Synthesis-to-finish area growth | 25.19% |
| Yosys warns | 1 |
| TritonCTS clock tree | built |
| Crit path DRT | 2.96 ns |
| Hold Vio Cnt, Final | 0 |
| # diodes | 0 |
| PortBufs | 30 |
| Slowest cell on crit path | dfrtn_1 |
| Fin worst setup slack | 0.2361 ns |
| Ys flops | 29 |
| Width of the chip | 69.51 um |
| Final setup fails | 0 |
| Die ar. | 4832 um^2 |
| Final Instance Count excl. Fillers | 283 |
| Synth area leaders | dfrtp_1, edfxtp_1, nand2_1 |
| Peak VDD IR | 0.2695 mV |
| Overall Power | 1.355 mW |
| Clk_skew | 0.01653 ns |
| Synth Instances | 195 |
| Crit end category | output port |
## metal layers
metal  vias to the layer above  wire length [um]
met2                        24              1788
met5                         -                 0
met1                       712              2045
met3                         4               120
li1                        742                 -
met4                         0                42
## worst max path at each step
stage     startpoint     to  slack (ns)
5_1_grt        frame  frame        0.19
4_1_cts        frame  frame        0.23
6_report       frame  frame        0.24
## through the flow
stage	instance area, um^2	utilization (%)	hold WS, ns
2_1_floorplan	1823	-	0.4356
3_3_place_gp	2203	50.60	0.4576
3_5_place_dp	2203	50.60	0.4612
4_1_cts	2282	52.41	0.4756
5_1_grt	2282	52.41	0.4989
6_report	2282	52.41	0.4687
## cell usage in the layout, fill, tap and decap left out, types with 2 or more instances in the layout
cell type | Yosys | layout
nor3_1 | 4 | 4
dfrtp_1 | 18 | 18
a22oi_1 | 4 | 4
nand3_1 | 3 | 3
nand2b_1 | 2 | 2
clkbuf_8 | 0 | 5
xnor2_1 | 11 | 11
nand3b_1 | 2 | 2
nor4_1 | 2 | 2
mux4_2 | 4 | 4
buf_4 | 1 | 7
nand2_1 | 55 | 55
o31ai_1 | 2 | 2
clkdlybuf4s50_1 | 0 | 29
clkbuf_1 | 6 | 2
edfxtp_1 | 10 | 10
a21oi_1 | 5 | 5
inv_1 | 5 | 5
xor2_1 | 5 | 5
mux2i_1 | 13 | 13
nand4_1 | 2 | 2
ha_1 | 4 | 4
nor2b_1 | 3 | 3
nor3b_1 | 3 | 3
nor2_1 | 15 | 15
o21ai_0 | 4 | 4
## cell usage after synthesis (all sizes together)
cell and count:
xnor2 11, and2 1, clkbuf 6, and3 1, nor3 4, nor4b 1
dfrtn 1, ha 4, mux4 4, dfrtp 18, edfxtp 10, a21oi 5
nand3 3, nor2 15, nor3b 3, nand2b 2, nand4 2, inv 5
o21ai 4, nand4b 1, xor2 6, nand2 55, o41ai 1, nor4 2
mux2i 13, nand3b 2, a22oi 4, a221oi 2, o31ai 2, a32oi 1
nor2b 3, buf 3
## power breakdown
group          internal [mW]  total (mW)  switching [mW]  leakage, nW
clock network          0.131       0.243           0.113       0.0399
registers              0.490       0.581          0.0906        0.328
logic                  0.266       0.531           0.265        0.596
total                  0.887        1.35           0.468        0.964
## cells by family (layout without fill, tap and decap cells)
kind of cell / Yosys count / after routing / share of synthesized area, %
flip-flops: 29 / 29 / 42.55
adder cells (fa/ha/maj): 4 / 4 / 2.745
AND/OR/NAND/NOR: 95 / 95 / 23.13
multiplexers: 17 / 17 / 12.08
AND-OR/OR-AND: 19 / 19 / 7.206
XOR/XNOR: 17 / 17 / 9.197
buffers and inverters: 14 / 50 / 3.089
## sequential cells by signal, indices dropped and copies added, names as in the netlist
register / count
mesg: 16
i: 10
flag: 1
frame: 1
msg: 1
## area by class of cell
cell class | count | area [um^2] | share of cell area (%)
repair buffers | 37 | 351.6 | 15.41
well taps | 52 | 65.06 | 2.851
multi-input cells | 152 | 991.0 | 43.42
clock inverters | 1 | 3.754 | 0.1645
flip-flops and latches | 29 | 775.7 | 33.99
clock buffers | 7 | 76.32 | 3.344
inverters | 5 | 18.77 | 0.8224
Power and IR drop assume default switching activity.
